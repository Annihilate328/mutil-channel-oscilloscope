==> /design/flow/design.v <==
module Uart(
    input wire Clk,
    input wire Reset_n,
    input wire [7:0] Data,
    input wire send_en,
    output reg uart_tx,
    output reg tx_done
);
    wire w_tx_done;
    parameter CLOCK_FREQ = 50_000_000;
    parameter BAUD = 115200;
    parameter MCNT_BIT = 4'd9;  
    parameter MCNT_BAUD = 20'd434;  
    reg [19:0] baud_div_cnt;  
    reg en_baud_cnt;
    reg [3:0] bit_cnt;  
    reg [7:0] r_Data;
    always @(posedge Clk or negedge Reset_n) begin
        if (!Reset_n) begin
            en_baud_cnt <= 0;
        end else if (send_en) begin
            en_baud_cnt <= 1;
        end else if (w_tx_done) begin
            en_baud_cnt <= 0;
        end
    end
    always @(posedge Clk or negedge Reset_n) begin
        if (!Reset_n) begin
            baud_div_cnt <= 0;
        end else if (en_baud_cnt) begin
            if (baud_div_cnt == MCNT_BAUD) begin
                baud_div_cnt <= 0;
            end else begin
                baud_div_cnt <= baud_div_cnt + 1'd1;
            end
        end else begin
            baud_div_cnt <= 0;
        end
    end
    always @(posedge Clk or negedge Reset_n) begin
        if (!Reset_n) begin
            bit_cnt <= 0;
        end else if (baud_div_cnt == MCNT_BAUD) begin
            if (bit_cnt == MCNT_BIT) begin
                bit_cnt <= 0;
            end else begin
                bit_cnt <= bit_cnt + 1'd1;
            end
        end
    end
    always @(posedge Clk or negedge Reset_n) begin
        if (!Reset_n) begin
            r_Data <= 0;
        end else if (send_en) begin
            r_Data <= Data;
        end
    end
    always @(posedge Clk or negedge Reset_n) begin
        if (!Reset_n) begin
            uart_tx <= 1;
        end else begin
            case (bit_cnt)
                4'd0: uart_tx <= 0;  
                4'd1: uart_tx <= r_Data[0];
                4'd2: uart_tx <= r_Data[1];
                4'd3: uart_tx <= r_Data[2];
                4'd4: uart_tx <= r_Data[3];
                4'd5: uart_tx <= r_Data[4];
                4'd6: uart_tx <= r_Data[5];
                4'd7: uart_tx <= r_Data[6];
                4'd8: uart_tx <= r_Data[7];
                4'd9: uart_tx <= 1;  
                default: uart_tx <= 1;
            endcase
        end
    end
    assign w_tx_done = ((bit_cnt == MCNT_BIT) && (baud_div_cnt == MCNT_BAUD));
    always @(posedge Clk or negedge Reset_n) begin
        if (!Reset_n) begin
            tx_done <= 0;
        end else begin
            tx_done <= w_tx_done;
        end
    end
endmodule
==> /design/flow/run.sh <==
#!/bin/bash
# OpenROAD 26Q1-2900-gdf79404cd8, Yosys 0.63+post, stock flow scripts
make -C /OpenROAD-flow-scripts/flow DESIGN_CONFIG=/design/flow/config.mk WORK_HOME=/design/flow/orfs finish
==> /design/flow/config.mk <==
export PLATFORM = sky130hd
export DESIGN_NAME = Uart
export DESIGN_NICKNAME = Uart
export VERILOG_FILES = /design/flow/design.v
export SDC_FILE = /design/flow/constraint.sdc
export NUM_CORES = 4
export LEC_CHECK = 1
export CORE_UTILIZATION = 30
==> /design/flow/constraint.sdc <==
current_design Uart

set clk_period 2.7
set clk_io_pct 0.2

create_clock -name clk0 -period $clk_period [get_ports {Clk}]

set non_clock_inputs [all_inputs -no_clocks]
set_input_delay [expr $clk_period * $clk_io_pct] -clock clk0 $non_clock_inputs
set_output_delay [expr $clk_period * $clk_io_pct] -clock clk0 [all_outputs]
==> notes.md <==
The run has ended; figures from its reports follow.

Per the detailed-route log, wirelength across all metal layers totals 3083 um. By instance count after routing, the leading logic cell type is dfrtp_1. STA reports a reg2reg setup slack of ~640 ps.

The sum of overflow across all layers after global routing came out at 0. The sequential cell area in the final layout is 877.1 um^2. The via count came out at 1,220.

The clock skew came out at 9.331 ps. Buffers inserted during clock tree synthesis total 5. The yosys cell count came out at 160. The peak ir drop on the vdd network is 178.1 uV. The cell area after synthesis came out at 1715 um^2. The H-tree generated during clock tree synthesis spans 2 levels. The total of warnings raised by yosys is 1. The die height came out at ~78 um. The utilization after layout is 0.3606. The area growth from synthesis to layout is 15.75%.

The global placement routability congestion came out at roughly 0.79. The count of library flops with an enable pin came out at 0. At the worst endpoint, the arrival time is 2210 ps. The number of gates resized after CTS was 0. The post-synthesis sequential element count is 35. The run finished with clean final reports.

STA classifies the critical path startpoint as a register. The multi-input logic area came out at approximately 780 um^2. The via count of the first global-routing pass was 1,097. The wire length per cell after detailed routing came out at between 10 and 15 um. The worst flop-to-flop path startpoint is baud_div_cnt[11]$_DFF_PN0_. The critical path in this run is classified as register to register.

Counting along the longest clock path gives a buffer depth of 2. The initial core utilization is 0.3115. The share of final-layout standard cells stronger than drive strength 1 came out at 0.1314.

Looking at the global route congestion table, the highest-usage layer is met1. The CTS tree is built. The initial antenna violation count came to 0. In this run the critical path is formed by or4_4 > or3_4 > o21ai_4 > nor2_1. The die width is between 70 and 80 um.

The net switching power of the design came out at 0.0002060 W. The worst hold path begins at r_Data[2]$_DFFE_PN0P_. The logs give a warning total of 26. The post-synthesis sequential area ratio came out at 0.5113. The global routing usage on met1 is 0.1852.

The antenna diode count came out at 0. The post-placement cell count is 239. The endpoint kind of the worst setup timing path is a register. The final count of hold timing violations is 0. The overall fraction of global-route tracks in use came out at 0.1125.

Per the OpenROAD timing report, the critical path contains 4 cells. The static power due to leakage is 0.8241 nW. The count of hold buffers inserted by post-cts repair came out at 0. The number of nets with antenna violations after detailed routing came out at 0. The clock latency on the worst-skew pair came out at about 290 ps. The slew check shows that the tightest pin keeps a relative margin of 0.6555. The number of failing setup endpoints in the final timing report came out at 0. The kind of path behind the tightest hold check is register to register. The gate count after technology mapping came out at 160. Row generation in the floorplan step produced 27 rows.

Dividing total power by cell area gives a power density of around 490 nW/um^2. The proportion of synthesized flip-flops having asynchronous set or reset came out at 1.000. The total die size is around 6000 um^2.

The global-route wire length before repair came out at 5285 um. The biggest cell delay along the critical path is about 560 ps. The logic depth of the worst register-to-register path is 4.

The post-CTS clock slew at the launch and capture registers of the worst setup and hold paths came out at roughly 70 ps. For this run, global-route usage on met2 was measured as 0.1549. Setup repair after global routing left no endpoint under its margin. Of the total power, the share spent switching nets is 0.2113. The endpoint of the worst hold path is reported as r_Data[2]$_DFFE_PN0P_.

The final non-filler cell total is 247. The detailed-placement wirelength estimate came out at 2048 um. Pins over their slew limit in the final report were tallied at 0. Synthesis instantiated 35 different standard cells from the library. The post-layout period usage of the worst path is 0.7646.

The number of sinks on the clock net came out at 35. The cell depth of the worst min-delay path came out at 1. The fill cell total of the finished layout is 540. The number of max-capacitance violations reported is 0. The standard cell core area is 5507 um^2. Per the detail_route report, vias per standard cell equal 4.939. The cell at the slowest stage of the critical path is or4_4.

The I/O pin count came out at 13. The part of the total power dissipated in combinational logic is 0.047. The internal power contribution is between 0.0007 and 0.0008 W. The root buffer cell chosen for the clock tree is clkbuf_8. The actual transition at the worst max-transition pin is 514.8 ps. The portion of total power attributed to the clock network is 0.397. In the synthesized netlist the dominant register cell turns out to be dfrtp_1.

In this build the clock could be raised as far as 484.4 MHz. The final period demand of the worst path came out at 2064 ps. The tally of buffers added on design ports is 12.

The count of unresolved DRC violations after routing is 0. The number of buffers inserted to repair setup after CTS is 0. The library cells used most frequently in the layout, excluding fill and tap cells, are 34 x dfrtp_1, 18 x nor2_1, 12 x clkdlybuf4s50_1. According to the timing report, the data required time at the worst endpoint equals 2850 ps. The number of buffer and inverter instances along the worst setup path is 0. The maximum number of pins on one net before global-route repair is 36.

Among cell families on the critical path, the largest total delay comes from simple AND/OR/NAND/NOR gates. The average footprint of a synthesized cell is 10.72 um^2. The share of power burned in registers is 0.556. The final total power came out at around 0.001 W. For met3 alone, demand over resource in global routing was 0.02987.

The number of DRC markers after the initial detailed-route iteration is 97. The post-synthesis chip area from yosys is 1715 um^2. The detailed-router iteration count before antenna repair is 4. Max fanout on the critical path was recorded as 19.

STA lists the endpoint of the worst register-to-register path as baud_div_cnt[7]$_DFF_PN0_. In the final timing run, aggregate negative setup slack is 0 ps.
-- cells by family (layout without fill, tap and decap cells) --
group	Yosys count	count (layout)	synth area share
and+or+nand+nor	66	66	0.2174
muxes	11	11	0.07805
adders and majority gates	2	2	0.01459
AOI/OAI and AO/OA	22	22	0.07877
xor gates and xnor gates	13	13	0.06638
DFF	35	35	0.5113
buffers and inverters	11	26	0.03355
-- Yosys cell counts (2+ instances only) --
cell type,count,area (um^2)
dfrtp_1,34,850.8
or3_1,5,31.28
nand2_1,6,22.52
ha_1,2,25.02
o31ai_1,2,15.01
buf_6,2,22.52
a21oi_1,9,45.04
xnor2_1,3,26.28
o21ai_0,7,35.03
nand4_1,8,50.05
xor2_1,10,87.58
nor3_1,3,15.01
mux2_2,9,101.4
clkbuf_1,3,11.26
nand3_1,9,45.04
inv_1,5,18.77
or4_1,3,22.52
nor2_1,18,67.56
and4_1,6,52.55
-- layout make-up --
| cell class | instances | share of cell area |
|---|---|---|
| clock buffer | 7 | 0.04348 |
| clock inverter | 1 | 0.002520 |
| inverter | 5 | 0.009452 |
| multi-input combinational | 114 | 0.3932 |
| sequential | 35 | 0.4417 |
| tap | 72 | 0.04537 |
| timing repair buffer | 13 | 0.06427 |
-- worst register-to-register path, delay by kind of cell (launching register included) --
| family | cells | cell delay [ps] |
|---|---|---|
| AND-OR/OR-AND | 1 | 430 |
| flip-flops | 1 | 460 |
| AND/OR/NAND/NOR | 3 | 1040 |
-- stage by stage --
| step | setup WS [ps] | cell area, um^2 | hold WS [ps] |
|---|---|---|---|
| 2_1_floorplan | 803.5 | 1715 | 244.4 |
| 3_3_place_gp | 671.1 | 1894 | 485.9 |
| 3_5_place_dp | 641.7 | 1894 | 495.3 |
| 4_1_cts | 625.4 | 1986 | 513.9 |
| 5_1_grt | 519.6 | 1986 | 530.6 |
| 6_report | 635.5 | 1986 | 506.6 |
-- how the worst max path moves through the flow --
stage                          start                   endpoint  slack [ps]
6_report  baud_div_cnt[11]$_DFF_PN0_  baud_div_cnt[7]$_DFF_PN0_         640
4_1_cts   baud_div_cnt[11]$_DFF_PN0_  baud_div_cnt[7]$_DFF_PN0_         630
5_1_grt   baud_div_cnt[11]$_DFF_PN0_  baud_div_cnt[7]$_DFF_PN0_         520
-- routing by layer --
metal | wire length, um | part of all wire | vias up
met3 | 147 | 0.048 | 4
met1 | 1567 | 0.51 | 574
met2 | 1322 | 0.43 | 34
met5 | 0 | 0 | -
li1 | - | - | 608
met4 | 46 | 0.015 | 0
-- power groups by stage --
stage	sequential [W]	clock, W	combinational, W
after global routing	0.000543	0.000422	0.0000514
final	0.000542	0.000387	0.0000459
after CTS	0.000541	0.000408	0.0000474
-- registers in the layout, summed over array words and instances (netlist names) --
signal and flops:
baud_div_cnt 20, r_Data 8, bit_cnt 4, uart_tx 1
en_baud_cnt 1, tx_done 1
Power is estimated from default activity; no workload was simulated.
